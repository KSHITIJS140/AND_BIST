[flow/design.v]
`timescale 1ns / 1ps
module BISTController_AND(input Start_BIST,result,clk,
                          output reg init,en,compare,pass_fail
								 );
reg [2:0]count;
always@(posedge clk)
    begin
        if(Start_BIST)
            begin
                init=1;
                compare=0;
                en=0;
            end
        else if((Start_BIST==0) & (init==1))
            begin
                init=0;
                en=1;
                count=3;
		        compare=0;
            end
        else if((en==1)&(count!=0))
                count = count-1;
        else if((count==0)& (en==1))
                en=0;
        else if((en==0)&(compare==0))
            begin
                compare = 1;
                if(result == 1)
                    pass_fail = 0;
                else
                    pass_fail = 1;
             end
         else
                compare=0;
     end
endmodule
`timescale 1ns / 1ps
module BIST_AND(input clk,Start_BIST,
                input [2:0] seed1,
                input [1:0] seed2,
                input [2:0] golden_sig,
					 output pass_fail );
wire [2:0]P;
wire [1:0]Q;
wire resp,result,init,en,compare;
BISTController_AND a4 (Start_BIST,result,clk,init,en,compare,pass_fail);
TPG_AND a2(clk,en,seed2,init,Q);
and (resp,Q[0],Q[1]);
ORA_AND a1( resp,clk,init,en,seed1,P);
COMPARATOR_AND a3(P,golden_sig,compare,result);
endmodule
`timescale 1ns / 1ps
module COMPARATOR_AND(input[2:0] signature, golden_sig, 
                      input compare,
							 output reg result);
always@(posedge compare)
    begin
        if(golden_sig == signature)
            result=0;
        else
            result=1;
    end
endmodule
`timescale 1ns / 1ps
module ORA_AND(input resp,
               input clk,init,en,
					input [2:0] seed,
				   output reg [2:0] P);
always@(posedge clk)
begin
	if(init==1)P <= seed;
	else if(en==1)
	begin
      P[0] <=resp+P[2];
		P[1] <= P[0]+P[2];
      P[2] <= P[1];	
	end
	else P <= P;
end
endmodule						
`timescale 1ns / 1ps
module TPG_AND(input clk,
               input enable,
               input [1:0]seed,
               input init,
			   output reg [1:0] Q);
always@(posedge clk)
begin
    if(init)
	   Q <= seed;
	else if(enable)
        begin
            Q[1]<= Q[0];
            Q[0]<= ~(Q[0]&Q[1]);
        end
	else 
	   Q <= Q;
end
endmodule 	 
[flow/run.sh]
#!/bin/bash
# OpenROAD 26Q1-2900-gdf79404cd8, Yosys 0.63+post, stock flow scripts
make -C /OpenROAD-flow-scripts/flow DESIGN_CONFIG=/design/flow/config.mk WORK_HOME=/design/flow/orfs finish
[flow/config.mk]
export PLATFORM = sky130hd
export DESIGN_NAME = BIST_AND
export DESIGN_NICKNAME = BIST_AND
export VERILOG_FILES = /design/flow/design.v
export SDC_FILE = /design/flow/constraint.sdc
export NUM_CORES = 4
export LEC_CHECK = 1
export CORE_AREA = 10 10 70 70
export DIE_AREA = 0 0 80 80
export SYNTH_HDL_FRONTEND = slang
[flow/constraint.sdc]
current_design BIST_AND

set clk_period 2.3
set clk_io_pct 0.2

create_clock -name clk0 -period $clk_period [get_ports {clk}]

set non_clock_inputs [all_inputs -no_clocks]
set_input_delay [expr $clk_period * $clk_io_pct] -clock clk0 $non_clock_inputs
set_output_delay [expr $clk_period * $clk_io_pct] -clock clk0 [all_outputs]
==> flow_metrics.py <==
# Synthesis and PnR figures
metrics = {
    "global_routing": {
        "grt.total_usage_pct": 3.225,
        "first_global_vias": 376,
        "grt_start_max_net_pins": 12,
        "antenna_found_initial": 0,
        "grt_pass1_wl_mm": 1.621,
        "overflow": 0,
    },
    "place": {
        "routabilityCongestion": 0.7199,
        "portBuffers": 10,
        "post-dp-hpwl_um": 780,
    },
    "flow_run": {
        "tool_warnings": 26,
        "cap_viol_max_count": 0,
    },
    "drt": {
        "wl_um": 929,
        "drt-initial-drc-count": 9,
        "vias_per_cell": 3.295,
        "route.met3.wl_um": 55,
        "diodes": 0,
        "wl_per_cell_um": 8.848,
        "wl_met2_um": 340,
        "routed-via-count": 346,
        "routed.top_layer": "met4",
        "route.detailed.drc": 0,
        "route.antenna.remaining_nets": 0,
        "first_pass_iters": 4,
        "drt-met1-wl_um": 521,
    },
    "floorplan": {
        "dieHeight_um": 80,
        "die_w_um": 80,
        "io_pins": 11,
        "coreArea_um2": 3416,
        "dieArea_um2": 6400,
        "initCoreUtil_pct": 17.14,
        "rows": 21,
    },
    "power_and_ir_drop": {
        "p_sw_share_pct": 21.86,
        "p_int_mw": 0.3646,
        "peakVddDrop_v": 0.0003803,
        "powerDensity_nw_per_um2": 618.5,
        "power_frac_clock_pct": 27.9,
        "finalPower_mw": 0.4667,
        "combinationalPowerShare_pct": 13.7,
        "switchingPower_mw": 0.1020,
        "p_leak_nw": 0.2835,
        "p_seq_share_pct": 58.4,
    },
    "sta": {
        "post-route-min-period_ns": 1.519,
        "untimed_endpoints": 2,
        "tightest_slew_ns": 0.3687,
        "fin_skew_ns": 0.005133,
        "drv_slew": 0,
        "setup_violations": 0,
        "rsz0062_at_grt": "no",
        "fmax_mhz": 658.2,
        "slew_headroom_pct": 75.39,
        "period_used_pct": 66.06,
        "fin_tns_setup_ns": 0,
        "hold_viol_final": 0,
        "unclocked_regs": 1,
    },
    "setup_path": {
        "ff2ff_setup_slack_ns": 1.00,
        "crit_arrival_ns": 1.06,
        "crit_path_end": "pass_fail",
        "worst-path-buf-inv": 1,
        "cpMaxStageDelayCell": "clkdlybuf4s50_1",
        "crit_family": "buffers and inverters",
        "ff2ff_path_depth": 5,
        "cp.depth": 1,
        "path_class": "flop to primary output",
        "path_cells": "clkdlybuf4s50_1",
        "slowest_delay_ns": 0.47,
        "crit_required_ns": 1.84,
        "crit_fanout": 1,
        "endpoint_kind": "primary output",
        "rr_endpoint": "a4.count[0]",
        "reg2reg_from": "a4.count[0]",
        "cp-startpoint": "a4.pass_fail",
        "worstSetupStartpointType": "flop",
    },
    "clock_network": {
        "cts_setup_buffers": 0,
        "numCtsBuffers": 3,
        "cts_buffer_depth": 2,
        "cts_root_buf": "clkbuf_4",
        "clkLatencyLatePin_ns": 0.27,
        "cts_max_level": 1,
        "path_clk_slew_ns": 0.07,
        "cts_tree": "built",
        "post_cts_resized": 0,
        "ctsHoldBuffers": 0,
    },
    "synth": {
        "syn_inst": 47,
        "topCombFamilyByArea": "simple AND/OR/NAND/NOR gates",
        "netlist_area_um2": 585.6,
        "ys_types": 20,
        "yosys_cells": 47,
        "ys.flops": 13,
        "aoi_share_pct": 2.564,
        "muxShareOfSynthArea_pct": 5.769,
        "ys.warnings.count": 0,
        "synthAdderAreaFrac_pct": 4.274,
        "synth_seq_share_pct": 59.83,
        "avgSynthCellArea_um2": 12.46,
        "xor_area_share_pct": 10.47,
        "simple_gate_share_pct": 12.61,
        "ys_area_um2": 585.6,
    },
    "run_status": {
        "status": "finished, final reports clean",
    },
    "cells_and_area": {
        "fin_util_pct": 22.09,
        "post_route_cells_drive_above_1_share_pct": 8.475,
        "final_cell_mix": "10 x clkdlybuf4s50_1, 9 x edfxtp_1, 5 x nand2_1",
        "synthToLayoutAreaGrowth_pct": 28.85,
        "lay_top_count": "clkdlybuf4s50_1",
    },
    "hold_path": {
        "hold_path_class": "flop to flop",
    },
}
==> cell usage after synthesis <==
cell type | instances | share of area (%)
and2_1 | 1 | 1.1
buf_6 | 1 | 1.9
nor3_2 | 1 | 1.7
nand2_1 | 5 | 3.2
mux2_1 | 3 | 5.8
a21oi_1 | 1 | 0.85
nand3_1 | 1 | 0.85
xnor2_1 | 4 | 6.0
inv_1 | 3 | 1.9
o21ai_1 | 1 | 0.85
ha_1 | 2 | 4.3
nor3_1 | 1 | 0.85
edfxtp_1 | 9 | 46
clkbuf_1 | 1 | 0.64
nand2b_1 | 2 | 2.1
dfxtp_1 | 4 | 14
or2_4 | 1 | 1.5
xor2_1 | 3 | 4.5
o21ai_0 | 1 | 0.85
nor2_1 | 2 | 1.3
==> area by class of cell <==
type                    instances  area (um^2)
clock buffers                   4        26.28
flip-flops and latches         13        350.3
multi-input cells              29        209.0
fillers                       383         2661
well taps                      46        57.56
inverters                       3        11.26
repair buffers                 10        100.1
==> logic make-up after synthesis <==
group | Yosys count
AND/OR/NAND/NOR | 14
flip-flops | 13
XOR/XNOR | 7
buffers and inverters | 5
AND-OR/OR-AND | 3
multiplexers | 3
adder cells (fa/ha/maj) | 2
==> through the flow <==
step                cells  hold slack (ns)  cell area [um^2]  worst slack [ns]
finish                105           0.5623             754.5            0.7806
global route          105           0.5988             754.5            0.7260
CTS                   105           0.5663             754.5            0.7527
detailed placement    101           0.5500             728.2            0.7152
global placement      101           0.5402             728.2            0.7446
floorplan              47           0.5130             585.6             1.129
==> power groups by stage <==
stage	combinational, mW	clock, mW	sequential [mW]
after CTS	0.0653	0.138	0.273
after global routing	0.0733	0.150	0.276
final	0.0638	0.130	0.273
==> metal layers <==
layer,up-vias,GRT usage [%]
li1,181,-
met1,153,4.603
met2,10,4.414
met3,2,1.591
met4,0,0.3521
met5,-,0
==> worst min-delay path by stage <==
stage     cells past startpoint  slack, ns  endpoint     from
4_1_cts                       1       0.57   a2.Q[1]  a2.Q[0]
5_1_grt                       1       0.60   a2.Q[1]  a2.Q[0]
6_report                      1       0.56   a2.Q[1]  a2.Q[0]
==> sequential cells by signal, indices dropped and copies added (netlist names) <==
| register | flops |
|---|---|
| a1.P | 3 |
| a2.Q | 2 |
| a4.en | 1 |
| a4.compare | 1 |
| a4.pass_fail | 1 |
| a4.count | 3 |
| a3.result | 1 |
| a4.init | 1 |
No activity file was given, so power comes from the tool's default toggle rates.
